==> flow/run.sh <==
#!/bin/bash
# OpenROAD 26Q1-2900-gdf79404cd8, Yosys 0.63+post, stock flow scripts
make -C /OpenROAD-flow-scripts/flow DESIGN_CONFIG=/design/flow/config.mk WORK_HOME=/design/flow/orfs finish
==> flow/design.v <==
module MAC(
	output [16:0] result,
	input [7:0] multiplicand, multiplier,
	input clock, clear
	);
wire [15:0] product;
wire [16:0] temp;
wire [16:0] sum;
reg [16:0] tempSum=17'b0;
reg [1:0] check=2'b0;
Wallace8x8 uut1 (.product(product),.multiplicand(multiplicand),.multiplier(multiplier),.clock(clock),.clear(clear));
cla_adder #(.WIDTH(17)) uut2(.s(sum), .a({1'b0, product}), .b(temp));
always @ (posedge clock, negedge clear)
begin
	if(!clear) 
		tempSum <= 17'b0;
	else begin
		tempSum <= sum;
	end
end
assign result = tempSum;
assign temp = tempSum;
endmodule 
module cla_adder
	#(parameter WIDTH = 8)
	(
	input [WIDTH-1:0] a,
	input [WIDTH-1:0] b,
	output [WIDTH-1:0] s
	);
wire [WIDTH:0] C;
wire [WIDTH-1:0] G, P, SUM;
genvar k;
generate
	for (k=0; k<WIDTH; k=k+1) begin
		FULL_ADDER fa ( 
            .a(a[k]),
            .b(b[k]),
            .cin(C[k]),
            .sum(SUM[k]),
            .carry()
        );
    end
endgenerate
assign C[0] = 1'b0;
genvar n;
generate
	for (n=0; n<WIDTH; n=n+1) begin
		assign G[n] = a[n] & b[n];
		assign P[n] = a[n] | b[n];
		assign C[n+1] = G[n] | (P[n] & C[n]);
    end
endgenerate
assign s = SUM;
endmodule  
module Wallace8x8	(
			output [15:0] product,
			input [7:0] multiplicand, multiplier,
			input clock, clear
			);
integer i, j ; 
wire [63:0] s ,c ;                   
reg p [7:0][7:0];                    
always@(multiplier, multiplicand) 
begin 
		for (i = 0; i <= 7; i = i + 1) 
		     for (j = 0; j <= 7; j = j + 1) 
			p[j][i] <= multiplicand[j] & multiplier[i];	 
end 
HALF_ADDER ha_11 ( .sum(s[0]), .carry(c[0]), .a(p[1][0]), .b( p[0][1])                 );  
FULL_ADDER fa_11 ( .sum(s[1]), .carry(c[1]), .a(p[2][0]), .b( p[1][1]), .cin( p[0][2]) ); 
FULL_ADDER fa_12 ( .sum(s[2]), .carry(c[2]), .a(p[3][0]), .b( p[2][1]), .cin( p[1][2]) ); 
FULL_ADDER fa_13 ( .sum(s[3]), .carry(c[3]), .a(p[4][0]), .b( p[3][1]), .cin( p[2][2]) ); 
FULL_ADDER fa_14 ( .sum(s[4]), .carry(c[4]), .a(p[5][0]), .b( p[4][1]), .cin( p[3][2]) ); 
FULL_ADDER fa_15 ( .sum(s[5]), .carry(c[5]), .a(p[6][0]), .b( p[5][1]), .cin( p[4][2]) ); 
FULL_ADDER fa_16 ( .sum(s[6]), .carry(c[6]), .a(p[7][0]), .b( p[6][1]), .cin( p[5][2]) );  
HALF_ADDER ha_12 ( .sum(s[7]), .carry(c[7]),              .a( p[7][1]), .b  ( p[6][2]) ); 
HALF_ADDER ha_21 ( .sum( s[8] ), .carry( c[8 ]), .a( p[1][3]), .b( p[0][4])                 );  
FULL_ADDER fa_21 ( .sum( s[9] ), .carry( c[9 ]), .a( p[2][3]), .b( p[1][4]), .cin( p[0][5]) ); 
FULL_ADDER fa_22 ( .sum( s[10]), .carry( c[10]), .a( p[3][3]), .b( p[2][4]), .cin( p[1][5]) ); 
FULL_ADDER fa_23 ( .sum( s[11]), .carry( c[11]), .a( p[4][3]), .b( p[3][4]), .cin( p[2][5]) ); 
FULL_ADDER fa_24 ( .sum( s[12]), .carry( c[12]), .a( p[5][3]), .b( p[4][4]), .cin( p[3][5]) ); 
FULL_ADDER fa_25 ( .sum( s[13]), .carry( c[13]), .a( p[6][3]), .b( p[5][4]), .cin( p[4][5]) ); 
FULL_ADDER fa_26 ( .sum( s[14]), .carry( c[14]), .a( p[7][3]), .b( p[6][4]), .cin( p[5][5]) );  
HALF_ADDER ha_22 ( .sum( s[15]), .carry( c[15]),               .a( p[7][4]), .b  ( p[6][5]) ); 
HALF_ADDER ha_31 ( .sum( s[16]), .carry( c[16]), .a( c[0])   , .b ( s[1])                     );  
FULL_ADDER fa_31 ( .sum( s[17]), .carry( c[17]), .a( c[1])   , .b ( s[2])   , .cin ( p[0][3]) ); 
FULL_ADDER fa_32 ( .sum( s[18]), .carry( c[18]), .a( c[2])   , .b ( s[3])   , .cin ( s[8] )   ); 
FULL_ADDER fa_33 ( .sum( s[19]), .carry( c[19]), .a( c[3])   , .b ( s[4])   , .cin ( s[9] )   ); 
FULL_ADDER fa_34 ( .sum( s[20]), .carry( c[20]), .a( c[4])   , .b ( s[5])   , .cin ( s[10])   ); 
FULL_ADDER fa_35 ( .sum( s[21]), .carry( c[21]), .a( c[5])   , .b ( s[6])   , .cin ( s[11])   ); 
FULL_ADDER fa_36 ( .sum( s[22]), .carry( c[22]), .a( c[6])   , .b ( s[7])   , .cin ( s[12])   );  
FULL_ADDER fa_37 ( .sum( s[23]), .carry( c[23]), .a( c[7])   , .b ( p[7][2]), .cin ( s[13])   ); 
HALF_ADDER ha_41 ( .sum( s[24]), .carry( c[24]), .a( c[9] )  , .b( p[0][6])                 );  
FULL_ADDER fa_41 ( .sum( s[25]), .carry( c[25]), .a( c[10])  , .b( p[1][6]), .cin( p[0][7]) ); 
FULL_ADDER fa_42 ( .sum( s[26]), .carry( c[26]), .a( c[11])  , .b( p[2][6]), .cin( p[1][7]) ); 
FULL_ADDER fa_43 ( .sum( s[27]), .carry( c[27]), .a( c[12])  , .b( p[3][6]), .cin( p[2][7]) ); 
FULL_ADDER fa_44 ( .sum( s[28]), .carry( c[28]), .a( c[13])  , .b( p[4][6]), .cin( p[3][7]) ); 
FULL_ADDER fa_45 ( .sum( s[29]), .carry( c[29]), .a( c[14])  , .b( p[5][6]), .cin( p[4][7]) ); 
FULL_ADDER fa_46 ( .sum( s[30]), .carry( c[30]), .a( c[15])  , .b( p[6][6]), .cin( p[5][7]) );  
HALF_ADDER fa_47 ( .sum( s[31]), .carry( c[31]),               .a( p[7][6]), .b  ( p[6][7]) ); 
HALF_ADDER ha_51 ( .sum( s[32]), .carry( c[32]), .a( s[17])  , .b( c[16])                   );  
HALF_ADDER fa_51 ( .sum( s[33]), .carry( c[33]), .a( s[18])  , .b( c[17])                   );  
FULL_ADDER fa_52 ( .sum( s[34]), .carry( c[34]), .a( s[19])  , .b( c[18]), .cin( c[8] )     );  
FULL_ADDER fa_53 ( .sum( s[35]), .carry( c[35]), .a( s[20])  , .b( c[19]), .cin( s[24])     );  
FULL_ADDER fa_54 ( .sum( s[36]), .carry( c[36]), .a( s[21])  , .b( c[20]), .cin( s[25])     );  
FULL_ADDER fa_55 ( .sum( s[37]), .carry( c[37]), .a( s[22])  , .b( c[21]), .cin( s[26])     );  
FULL_ADDER fa_56 ( .sum( s[38]), .carry( c[38]), .a( s[23])  , .b( c[22]), .cin( s[27])     );  
FULL_ADDER fa_57 ( .sum( s[39]), .carry( c[39]), .a( s[14])  , .b( c[23]), .cin( s[28])     );  
HALF_ADDER ha_52 ( .sum( s[40]), .carry( c[40]), .a( s[15])  ,             .b  ( s[29])     );  
HALF_ADDER ha_53 ( .sum( s[41]), .carry( c[41]), .a( p[7][5]),             .b  ( s[30])     );  
HALF_ADDER ha_61 ( .sum( s[42]), .carry( c[42]), .a( s[33])  , .b( c[32])                   ); 
HALF_ADDER ha_62 ( .sum( s[43]), .carry( c[43]), .a( s[34])  , .b( c[33])                   ); 
HALF_ADDER ha_63 ( .sum( s[44]), .carry( c[44]), .a( s[35])  , .b( c[34])                   ); 
FULL_ADDER fa_61 ( .sum( s[45]), .carry( c[45]), .a( s[36])  , .b( c[35]), .cin( c[24])     );  
FULL_ADDER fa_62 ( .sum( s[46]), .carry( c[46]), .a( s[37])  , .b( c[36]), .cin( c[25])     );  
FULL_ADDER fa_63 ( .sum( s[47]), .carry( c[47]), .a( s[38])  , .b( c[37]), .cin( c[26])     );  
FULL_ADDER fa_64 ( .sum( s[48]), .carry( c[48]), .a( s[39])  , .b( c[38]), .cin( c[27])     );  
FULL_ADDER fa_65 ( .sum( s[49]), .carry( c[49]), .a( s[40])  , .b( c[39]), .cin( c[28])     );  
FULL_ADDER fa_66 ( .sum( s[50]), .carry( c[50]), .a( s[41])  , .b( c[40]), .cin( c[29])     );  
FULL_ADDER fa_67 ( .sum( s[51]), .carry( c[51]), .a( s[31])  , .b( c[41]), .cin( c[30])     );  
HALF_ADDER ha_64 ( .sum( s[52]), .carry( c[52]), .a( p[7][7]),             .b  ( c[31])     ); 
HALF_ADDER ha_71 ( .sum( s[53]), .carry( c[53]), .a( s[43])  , .b( c[42])                  ); 
FULL_ADDER fa_71 ( .sum( s[54]), .carry( c[54]), .a( s[44])  , .b( c[43]), .cin ( c[53])   ); 
FULL_ADDER fa_72 ( .sum( s[55]), .carry( c[55]), .a( s[45])  , .b( c[44]), .cin ( c[54])   ); 
FULL_ADDER fa_73 ( .sum( s[56]), .carry( c[56]), .a( s[46])  , .b( c[45]), .cin ( c[55])   ); 
FULL_ADDER fa_74 ( .sum( s[57]), .carry( c[57]), .a( s[47])  , .b( c[46]), .cin ( c[56])   ); 
FULL_ADDER fa_75 ( .sum( s[58]), .carry( c[58]), .a( s[48])  , .b( c[47]), .cin ( c[57])   ); 
FULL_ADDER fa_76 ( .sum( s[59]), .carry( c[59]), .a( s[49])  , .b( c[48]), .cin ( c[58])   ); 
FULL_ADDER fa_77 ( .sum( s[60]), .carry( c[60]), .a( s[50])  , .b( c[49]), .cin ( c[59])   ); 
FULL_ADDER fa_78 ( .sum( s[61]), .carry( c[61]), .a( s[51])  , .b( c[50]), .cin ( c[60])   ); 
FULL_ADDER fa_79 ( .sum( s[62]), .carry( c[62]), .a( s[52])  , .b( c[51]), .cin ( c[61])   ); 
HALF_ADDER ha_72 ( .sum( s[63]), .carry( c[63]),               .a( c[52]), .b   ( c[62])   ); 
assign product = {s[63 : 53],s[42],s[32],s[16],s[0],p[0][0]}; 
endmodule 
module FULL_ADDER(output sum, carry, input a, b, cin); 
assign   sum = a ^ b ^ cin ; 
assign carry = (a & b) | (b & cin) | (cin & a); 
endmodule
module HALF_ADDER(output sum, carry, input a, b); 
assign   sum = a ^ b  ; 
assign carry = (a & b); 
endmodule
==> flow/constraint.sdc <==
current_design MAC

set clk_period 7.8
set clk_io_pct 0.2

create_clock -name clk0 -period $clk_period [get_ports {clock}]

set non_clock_inputs [all_inputs -no_clocks]
set_input_delay [expr $clk_period * $clk_io_pct] -clock clk0 $non_clock_inputs
set_output_delay [expr $clk_period * $clk_io_pct] -clock clk0 [all_outputs]
==> flow/config.mk <==
export PLATFORM = sky130hd
export DESIGN_NAME = MAC
export DESIGN_NICKNAME = MAC
export VERILOG_FILES = /design/flow/design.v
export SDC_FILE = /design/flow/constraint.sdc
export NUM_CORES = 4
export LEC_CHECK = 1
export CORE_UTILIZATION = 50
==> changes_impl.md <==
## Flow update

* Outcome: finished with violations
* Failing checks: setup timing
* RePlAce Congestion at 0.8610
* Flip-flop count of the largest register after layout at 17
* Max Cap Viol at 0
* Wire length per cell at 10.87 µm
* Share of cells above drive strength 1 at 22.58%
* DRC at 0
* Clk sink count at 17
* Synth Seq Share at 15.65%
* YS chip area at 0.002718 mm²
* Regs by FF count: tempSum (17)
* Fillers at 447
* Detailed Route Iter0 Violations at 40
* Reg clk slew, reported paths at 0.06 ns
* Total congestion overflow at 0
* I/O pins at 35
* Leakage power at 1.659 nW
* WP data arrival at 8.03 ns
* Cell chosen for the clock root: clkbuf_8
* Die H at 75.73 µm
* CP max FO at 6
* Core Area at 0.005172 mm²
* Final Setup Violations at 2
* Flop and latch count out of synthesis at 17
* Most common logic cells in the final layout: inv_1 (85), fa_1 (44), and2_1 (37)
* Max-area cell share at 45.67%
* Largest net degree at the start of global routing at 18
* Post-placement cell count at 376
* CP startpoint kind: input port
* Post-Syn Area at 0.002718 mm²
* Post-Synthesis Cells at 269
* Final Max Tran Viols at 0
* Worst Skew at 0.0005803 ns
* Hold WC Path Type: flop to flop
* Unrepaired setup endpoints after global routing: true
* # H-tree levels at 1
* TritonCTS Buffers at 3
* Final Hold Fails at 0
* Mean area per synthesized cell at 10.10 µm²
* Antenna viol nets, final at 0
* WL met1 at 1.811 mm
* Met3 wire len at 155 µm
* Worst rel slew slack at 51.19%
* Commonest Layout Cell: inv_1
* Die Area at 0.005734 mm²
* Setup crit end kind: flop
* Final WS setup at -0.08407 ns
* Final min period at 7.884 ns
* Initial Util at 52.54%
* Initial antenna violation count at 0
* Distinct cells, synth at 9
* Clock buffer depth at 2
* Die X at 75.73 µm
* Yosys cell count at 269
* Vias in the first global route at 1842
* Tool warnings at 28
* CTS tree: done
* DPL Wire Length at 3.809 mm
* Cell type with the largest total area: fa_1
* Clk latency of the worst-skew pair at 0.25 ns
* Peak VDD IR at 0.2283 mV
* Top area cell types: fa_1 (46%), dfrtp_1 (16%), inv_1 (12%)
* Required time of the worst setup path at 7.95 ns
* Cycle use final at 101.1%
* Max Fclk at 126.8 MHz
* Antenna Cells at 0
* First-pass GRT wire length at 7.603 mm
* Area after DPL at 0.003206 mm²
* Actual slew at the worst max-slew pin at 0.7299 ns
* Yosys warns at 4
* # port buffers at 34
* Area Growth Syn to Fin at 20.49%
* Non-Filler Instances at 380
* Via/cell ratio at 4.429
* Total routed wirelength at 4.129 mm
* Cell area after layout at 0.003274 mm²
* Worst Setup Path Type: input port to flop
* Power per cell area at 293.5 mW/mm²
* Metal2 WL at 2.140 mm
* Total number of vias at 1683
* Postcts setup bufs at 0
* Max Used Layer: met4
* Row cnt at 26
* Total global-route track usage at 19.19%
* Most flops, register: tempSum
* First-pass DRT Iterations at 3
## worst max-delay path, stage by stage
cell	delay (ns)
buf_2	0.14
and2_4	0.16
fa_1	0.47
inv_1	0.05
fa_1	0.46
fa_1	0.49
inv_1	0.04
ha_1	0.27
ha_2	0.17
inv_2	0.04
fa_2	0.35
fa_2	0.36
inv_2	0.06
fa_1	0.16
inv_2	0.04
fa_2	0.38
fa_1	0.50
fa_2	0.40
fa_2	0.35
fa_2	0.34
fa_2	0.34
fa_2	0.34
fa_2	0.52
inv_1	0.03
## through the flow
stage	util (%)	hold WS [ns]	setup WS [ns]	power (mW)	TNS [ns]
after global routing	63.30	0.4930	-0.2914	1.132	-0.5028
after detailed placement	61.97	0.4687	-0.9249	0.9150	-2.579
after CTS	63.16	0.4787	-0.1273	0.9899	-0.1738
after global placement	61.97	0.4545	-0.8923	0.8814	-2.475
final	63.30	0.4761	-0.08407	0.9611	-0.08635
after floorplan	-	0.4387	-0.1700	0.7345	-0.2595
## repair_timing
action	in CTS	in global routing
hold buffers	0	0
pin swaps	12	4
gates resized	75	5
endpoints found under the setup margin	3	2
## area by class of cell
| class | instances | area, µm² | area share (%) |
|---|---|---|---|
| inverter | 90 | 337.8 | 10.32 |
| sequential | 17 | 425.4 | 12.99 |
| clock buffer | 3 | 41.29 | 1.261 |
| clock inverter | 1 | 5.005 | 0.1528 |
| multi-input combinational | 145 | 1909 | 58.31 |
| timing repair buffer | 54 | 467.9 | 14.29 |
| tap | 70 | 87.58 | 2.675 |
## path summary, 6_finish.rpt
| path | cells after the start | start | slack [ns] | to |
|---|---|---|---|---|
| worst min register to register | 1 | tempSum[16]$_DFF_PN0_ | 0.48 | tempSum[16]$_DFF_PN0_ |
| worst max-delay path | 24 | multiplicand[2] | -0.08 | tempSum[15]$_DFF_PN0_ |
| worst min-delay path | 1 | tempSum[16]$_DFF_PN0_ | 0.48 | tempSum[16]$_DFF_PN0_ |
| max in group asynchronous | 1 | clear | 5.60 | tempSum[13]$_DFF_PN0_ |
| worst max register to register | 18 | tempSum[0]$_DFF_PN0_ | 1.50 | tempSum[15]$_DFF_PN0_ |
| min in group asynchronous | 1 | clear | 1.75 | tempSum[5]$_DFF_PN0_ |
## power breakdown
group	switching [mW]	internal, mW	total (mW)
clock network	0.0283	0.0354	0.0636
registers	0.0253	0.155	0.180
logic	0.343	0.374	0.717
## cell families (layout without fill, tap and decap cells)
logic type | after synthesis | in the layout | synth area share [%]
buffers and inverters | 107 | 148 | 17.13
flip-flops | 17 | 17 | 15.65
adder cells (fa/ha/maj) | 79 | 79 | 53.50
AND/OR/NAND/NOR | 64 | 64 | 13.08
XOR/XNOR | 2 | 2 | 0.6447
## cells in the mapped netlist
library cell   n
and2_1        46
dfrtp_1       17
xnor2_1        1
inv_1         90
ha_1          17
fa_1          62
buf_4         17
nand2_1       18
xor2_1         1
## metal layers
metal,vias up,GRT usage [%]
met5,-,0
met4,0,0.8230
met3,2,4.155
met2,24,33.23
met1,853,28.17
li1,804,-
Power is estimated from default activity; no workload was simulated.
