File: design/flow/config.mk
export PLATFORM = sky130hd
export DESIGN_NAME = sigmoid
export DESIGN_NICKNAME = sigmoid
export VERILOG_FILES = /design/flow/design.v
export SDC_FILE = /design/flow/constraint.sdc
export NUM_CORES = 4
export LEC_CHECK = 1
export CORE_AREA = 10 10 70 70
export DIE_AREA = 0 0 80 80
File: design/flow/constraint.sdc
current_design sigmoid

set clk_period 5.0
set clk_io_pct 0.2

create_clock -name clk0 -period $clk_period

set non_clock_inputs [all_inputs -no_clocks]
set_input_delay [expr $clk_period * $clk_io_pct] -clock clk0 $non_clock_inputs
set_output_delay [expr $clk_period * $clk_io_pct] -clock clk0 [all_outputs]
File: design/flow/design.v
`timescale 1ns / 1ps
module sigmoid(
	input [7:0] in,
	output reg [7:0] out
);
integer total;
always @ (in) begin
    if (in>8'd49) out<=8'd100;
    else if (in>8'd39 & in<8'd50) out<=8'd98;
    else if (in>8'd34 & in<8'd40) out<=8'd98;
    else if (in>8'd29 & in<8'd35) out<=8'd95;
    else if (in>8'd24 & in<8'd30) out<=8'd92;
    else if (in>8'd19 & in<8'd25) out<=8'd88;
    else if (in>8'd14 & in<8'd20) out<=8'd81;
    else if (in>8'd9 & in<8'd15) out<=8'd73;
    else if (in>8'd4 & in<8'd10) out<=8'd62;
    else if (in<8'd5) out<=8'd50;
end
endmodule
File: design/flow/run.sh
#!/bin/bash
# OpenROAD 26Q1-2900-gdf79404cd8, Yosys 0.63+post, stock flow scripts
make -C /OpenROAD-flow-scripts/flow DESIGN_CONFIG=/design/flow/config.mk WORK_HOME=/design/flow/orfs finish
==> job_summary.md <==
## Synthesis and layout report

| Metric | Value |
|---|---|
| Fin. max-slew vios | 0 |
| Status | finished clean |
| Final instance area | 603.1 sq um |
| Port bufs | 15 |
| IO Pins | 16 |
| Tool warning count | 32 |
| Endpoint type of the worst setup path | primary output |
| Mean Syn Cell Area | 7.602 sq um |
| Die height | 80 um |
| Hold_buf cts | 0 |
| CP max-delay cell | clkdlybuf4s50_1 |
| Area growth from synthesis to layout | 49.69% |
| Wire length per cell | 8.817 um |
| DP Area | 603.1 sq um |
| Startpoint types | primary input |
| Yosys warnings | 1 |
| Antenna Cells | 0 |
| CP top delay family | buffers and inverters |
| DIE WIDTH | 80 um |
| Rows | 21 |
| Number of unconstrained endpoints | 7 |
| Post-synthesis cell count | 53 |
| Most frequent cells in the layout | clkdlybuf4s50_1, conb_1, dlxtn_1 |
| Floorplan Utilization | 11.79% |
| First-pass GRT wire length | 1656 um |
| Maximum number of pins on one net before global-route repair | 15 |
| Gr usage total | 3.056% |
| Vias | 405 |
| Unrepaired setup endpoints after global routing | false |
| Cell Area, Synth | 402.9 sq um |
| Register pins left without a clock | 7 |
| Flop area | 105.1 sq um |
| CP Capture Point | out[0] |
| Largest register by flop count | out |
| Max incr delay on CP | 700 ps |
| Worst setup path start | in[4] |
| Worst path buffer plus inverter count | 2 |
| CP Depth | 7 |
| Power Total | 0.03346 mW |
| Max rail drop VDD | 0.00002191 V |
| Final setup vio count | 0 |
| Core Region | 3416 sq um |
| Layout cells sized above 1 | 2.899% |
| Routability Congestion | 0.7634 |
| Crit-path most repeated cell | clkdlybuf4s50_1 |
| Initial DRC Count | 16 |
| Total wire length | 1014 um |
| Max FFs per register | 7 |
| Post-Route Utilization | 17.66% |
| DR pass1 iterations | 4 |
| Pwr/cell area | 55.49 nW/um^2 |
| Cell chain of the critical path | clkdlybuf4s50_1 > nor3b_1 > a31oi_1 > or4_1 > o41ai_2 > dlxtn_1 > clkdlybuf4s50_1 |
| Final Critical Period | 4282 ps |
| Synthesis area per yosys | 402.9 sq um |
| Logic area | 290.3 sq um |
| Most common logic cell in the routed design | clkdlybuf4s50_1 |
| Leak Pwr | 0.2186 nW |
| Final HPWL DP | 834.2 um |
| MaxCap Viol Count | 0 |
| Post-CTS Setup Inserts | 0 |
| Filler instances | 397 |
| Final tally of hold violations | 0 |
| Kind of critical path | in -> out |
| Worst EP arrival | 3280 ps |
| Antenna violations before repair | 0 |
| WP data required | 4000 ps |
| FF+latch count, synth | 7 |
| Top flop regs | out: 7 flops |
| DR vias/cell | 3.522 |
| # Cells Yosys | 53 |
| CP Max Fanout | 11 |
| Die area | 6400 sq um |
| Final period util | 85.63% |
| Vias in the first global route | 367 |
| DRC viols | 0 |
| Final setup TNS | 0 ps |
| Post-CTS Resized | 0 |
| Yosys cell types | 30 |
| GR Overflow Total | 0 |
| Final ANT Viol Nets | 0 |
| Peak Freq | 233.6 MHz |
-- stage by stage --
step | std cells | setup slack (ps)
6_report | 115 | 718.5
4_1_cts | 115 | 698.6
2_1_floorplan | 60 | 1822
5_1_grt | 115 | 575.1
3_5_place_dp | 115 | 695.3
3_3_place_gp | 115 | 707.2
-- cell usage after synthesis, drive strengths merged --
cell     count  share of area (%)
nand4        2                3.1
o31ai        1                1.9
a21oi        2                2.5
or2          1                1.6
o211a        1                2.5
or4          1                1.9
dlxtn        7                 26
nor2b        2                3.1
o22ai        1                1.6
o21a         2                3.7
buf          5                7.5
and2         1                1.6
clkbuf       1               0.93
nor2         4                3.7
a2111oi      1                3.7
nand2b       1                1.6
a21boi       1                1.9
o21ai        3                3.7
o32a         1                2.5
a22oi        1                1.9
nor3b        2                3.7
o41ai        1                4.0
nand3b       1                1.9
a31oi        3                4.7
o31a         1                2.2
o221ai       1                2.2
conb         1               0.93
nand2        4                3.7
-- per-layer routing --
metal / up-vias / track usage, % / part of all wire (%)
met2: 11 / 5.457 / 48
met3: 0 / 0.7955 / 9.4
li1: 226 / - / -
met1: 168 / 3.654 / 42
met5: - / 0 / 0
met4: 0 / 0.3521 / 0
-- cell type report --
cell class | instances | share of cell area, %
multi-input combinational | 47 | 48.13
timing repair buffer | 15 | 24.90
sequential | 7 | 17.43
tap | 46 | 9.544
-- cell families (layout without fill, tap and decap cells) --
family | count (synthesis) | count (layout) | share of synthesized area, %
AND-OR/OR-AND | 20 | 20 | 38.82
AND/OR/NAND/NOR | 19 | 19 | 25.78
latches | 7 | 7 | 26.09
buffers and inverters | 6 | 15 | 8.382
other | 1 | 8 | 0.9308
-- power breakdown --
group / switching, mW / internal [mW] / total [mW]
logic: 0.0147 / 0.0147 / 0.0294
clock network: 0 / 0 / 0
registers: 0.000295 / 0.00377 / 0.00406
total: 0.0150 / 0.0184 / 0.0335
Power and IR drop assume default switching activity.
